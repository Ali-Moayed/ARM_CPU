File: flow/config.mk
export PLATFORM = sky130hd
export DESIGN_NAME = signextended
export DESIGN_NICKNAME = signextended
export VERILOG_FILES = /design/flow/design.v
export SDC_FILE = /design/flow/constraint.sdc
export NUM_CORES = 4
export LEC_CHECK = 1
export CORE_AREA = 10 10 70 70
export DIE_AREA = 0 0 80 80
File: flow/constraint.sdc
current_design signextended

set clk_period 8.1
set clk_io_pct 0.2

create_clock -name clk0 -period $clk_period

set non_clock_inputs [all_inputs -no_clocks]
set_input_delay [expr $clk_period * $clk_io_pct] -clock clk0 $non_clock_inputs
set_output_delay [expr $clk_period * $clk_io_pct] -clock clk0 [all_outputs]
File: flow/design.v
module signextended (signextendedin , signextendedout);
        input  [31:0] signextendedin;
        output reg [63:0] signextendedout;
               always@(signextendedin)
begin
               if (signextendedin[31:26]==6'b000101)         
                     begin 
                       signextendedout[25:0] = signextendedin[25:0];
                         signextendedout[63:26] = {38{signextendedout[25]}};
                     end
               else if (signextendedin[31:24] == 8'b10110100)      
                     begin 
                      signextendedout[18:0] = signextendedin[23:5];
                      signextendedout[63:19] = {45{signextendedout[18]}};
                     end 
               else       
                     begin  
                      signextendedout[8:0] = signextendedin[20:12];
                      signextendedout[63:9] = {55{signextendedout[8]}};
                     end
    end
 endmodule
File: flow/run.sh
#!/bin/bash
# OpenROAD 26Q1-2900-gdf79404cd8, Yosys 0.63+post, stock flow scripts
make -C /OpenROAD-flow-scripts/flow DESIGN_CONFIG=/design/flow/config.mk WORK_HOME=/design/flow/orfs finish
==> notes.md <==
State of the implementation.

- Yosys attributes the largest share of cell area to sky130_fd_sc_hd__buf_4, sky130_fd_sc_hd__a2bb2oi_2, sky130_fd_sc_hd__o22ai_1.
- The floorplan report gives the top-level pin count as 96.
- The overall chip area is 6400 um2, for reference.
- The per-cell routed wire length is 16.1 um, for reference.
- Combinational cells account for 100.0% of the total power.
- Of the cells placed in the final design, the portion with a size suffix greater than 1 is 11.5%.
- The critical path's slowest stage uses the library cell sky130_fd_sc_hd__a21boi_4.
- The leakage power total is 0.542 nW, for reference.
- The overall power is 76.0 uW, for reference.
- Per the slew report, the remaining headroom to the max-slew limit stands at 45.1%.
- The core utilization at floorplan is 25.5%, for reference.
- The largest fanout on the critical path is 39, for reference.
- The share of total power dissipated in the clock network is 0%.
- The number of distinct library cells after synthesis is 16, for reference.
- The highest clock rate this design can be run at is 0.166 GHz.
- The cell internal power dissipation is 54.7 uW, for reference.
- The sequential cell area in the final layout is 0 um2, for reference.
- Per STA, the worst path is made up of clkdlybuf4s50_1 -> or2_1 -> a21boi_4 -> a2bb2oi_2 -> buf_4 -> clkdlybuf4s50_1.
- The die height is 80 um, for reference.
- The most numerous cell on the critical path is sky130_fd_sc_hd__clkdlybuf4s50_1, for reference.
- The buffer and inverter count on the worst path is 3, for reference.
- The critical setup path kind is in -> out, for reference.
- The area taken by multi-input combinational cells is reported as 518 um2.
- The layout clock buffer count is 0, for reference.
- The setup slack after placement is 2.04 ns, for reference.
- The OpenROAD report gives the critical path a required time of 6.48 ns.
- The routed wire length is 3250 um, for reference.
- The initial antenna violation count was 0.
- Entering global routing, the biggest net connects 40 pins.
- The power density over the cells is 48.8 nW/um2, for reference.
- The area of the placeable core is 3420 um2, for reference.
- The overall fraction of global-route tracks in use is 8.87%, for reference.
- The cell area after placement is 1560 um2, for reference.
- Per the final timing report, the hold violations number 0.
- The antenna diode count is 0, for reference.
- The synthesized chip area reported by yosys is 871 um2, for reference.
- Per the repair_timing log after CTS, setup buffers inserted total 0.
- The warning total across the stage logs is 32, for reference.
- The first detailed-routing pass ran for 4 iterations.
- In this run the layout overhead on the synthesized area is reported as 79.0%.
- With fillers left out, the area of the finished cells amounts to 1560 um2.
- In the Yosys report, the sequential cells make up 0% of the chip area.
- For reference, the top cells by count after synthesis are sky130_fd_sc_hd__buf_4, sky130_fd_sc_hd__o22ai_1, sky130_fd_sc_hd__a2bb2oi_1.
- The number of rows created at floorplan is 21, for reference.
- In this run, post-CTS repair resized a total of 0 instances.
- The switching power is 21.3 uW, for reference.
- The number of cells in the yosys synthesis report is 109, for reference.
- The vias per cell is 4.70, for reference.
- For this run, the final setup violation count is recorded as 0.
- Setup total negative slack on the finished layout was measured at 0 ns.
- The largest vdd supply drop is 24.8 uV, for reference.
- The share of Yosys cell area claimed by the top area cell type is 33.6%, for reference.
- Hold repair after CTS inserted 0 buffers.
- Switching power as a fraction of the total was reported as 28.0%.
- The critical path capture point type is an output port, for reference.
- The layout has 330 filler cells.
- Measured along the x axis, the die boundary spans 80 um.
- The final max-slew violation count recorded for this run is 0.
- The arrival time of data at the critical path endpoint is 4.42 ns, for reference.
- The number of warnings printed during yosys synthesis is 1, for reference.
- The type of origin of the critical path is a primary input, for reference.
- The number of standard cells after synthesis is 109, for reference.
- Per the gpl log, the routability congestion estimate is 0.759.
- Buffers placed on the I/O ports in this run total 96.
- The post-route fraction of the period consumed by the critical path is 74.6%, for reference.
- The highest cell delay on the worst timing path is 0.77 ns, for reference.
- In the placement report, post-DP HPWL is listed as 2680 um.
- The first global-routing pass estimated 4850 um of wire.
- The mean instance size in the synthesized netlist is 7.99 um2, for reference.
- In this design, the largest share of critical-path delay is due to buffers and inverters.
- The leading cell type by number of instances after synthesis is sky130_fd_sc_hd__buf_4, for reference.
- Across all setup checks in the final design, the least slack found is 2.06 ns.
- Setup repair after global routing left no endpoint under its margin.
- The number of violations reported at the end of detailed-routing iteration 0 is 12, for reference.
- The register share of total power is 0%, for reference.
- The count of unresolved DRC violations after routing is 0, for reference.
- In this run the maximum-capacitance check reported violations numbering 0.
- The tally of nets with antenna violations remaining after routing is 0, for reference.
- Summed over all layers, the global routing overflow is 0.
- The via count of the first global-routing pass is 981, for reference.
- The class of the tightest hold or removal check is in -> out, for reference.
- The combined area of all synthesized cells is 871 um2, for reference.
- The total via count after detailed routing is 950, for reference.
- sky130_fd_sc_hd__buf_4 takes more of the synthesized area than any other cell.
- The transition time recorded at the tightest slew-check pin is 0.824 ns.
- There are 0 flip-flops and latches.
- The post-route minimum period is 6.04 ns, for reference.
- The run finished with clean final reports.
logic make-up (layout without fill, tap and decap cells):
group / Yosys count / in the layout / share of synthesized area, %
AOI/OAI and AO/OA: 47 / 47 / 49.0
muxes: 3 / 3 / 3.88
and+or+nand+nor: 7 / 7 / 5.89
buffers and inverters: 52 / 99 / 41.2
final timing paths:
path	depth (start not counted)	start	endpoint
worst max-delay path	6	signextendedin[31]	signextendedout[61]
worst min-delay path	4	signextendedin[21]	signextendedout[21]
layer usage:
metal / GRT usage (%) / vias up / wire length [um]
met2: 12.7 / 80 / 1170
li1: - / 472 / -
met4: 0 / 0 / 0
met1: 10.2 / 398 / 1220
met5: 0 / - / 0
met3: 8.18 / 0 / 859
metrics by stage:
stage          hold slack, ns  utilization (%)  instances
2_1_floorplan            3.32                -        109
3_3_place_gp             4.27             45.6        202
3_5_place_dp             4.27             45.6        202
4_1_cts                  4.27             45.6        202
5_1_grt                  4.31             45.6        202
6_report                 4.26             45.6        202
final cells by class:
type,count,area share [%]
multi-input combinational,57,33.2
tap,46,3.69
timing repair buffer,99,63.1
power groups by stage:
stage / Clock (mW) / Sequential, mW / Combinational, mW
6_report: 0 / 0 / 0.0760
4_1_cts: 0 / 0 / 0.0775
5_1_grt: 0 / 0 / 0.0826
placed cells by master, fill, tap and decap left out, drive strengths merged:
master	count
mux2	3
nand2	2
nand4bb	1
o22ai	23
or2	1
a21boi	1
and4bb	1
nor2	1
nor4bb	1
clkdlybuf4s50	96
buf	3
a2bb2oi	23
No activity file was given, so power comes from the tool's default toggle rates.
