`flow/config.mk`:
```
export PLATFORM = sky130hd
export DESIGN_NAME = alu
export DESIGN_NICKNAME = alu
export VERILOG_FILES = /design/flow/design.v
export SDC_FILE = /design/flow/constraint.sdc
export NUM_CORES = 4
export LEC_CHECK = 1
export CORE_UTILIZATION = 30
```
`flow/constraint.sdc`:
```
current_design alu

set clk_period 50.1
set clk_io_pct 0.2

create_clock -name clk0 -period $clk_period

set non_clock_inputs [all_inputs -no_clocks]
set_input_delay [expr $clk_period * $clk_io_pct] -clock clk0 $non_clock_inputs
set_output_delay [expr $clk_period * $clk_io_pct] -clock clk0 [all_outputs]
```
`flow/design.v`:
```
module alu(a,b,op,z,result);
input [63:0] a;
input [63:0] b;
input [3:0] op;
output reg [63:0]result;
output reg z;
always @(a,b,op)
  begin
    if ( a==0 ) 
      begin z=1;
      end
    else z=0;
      case (op)
	4'b0000:  result = a & b;				
	4'b0001:  result = a | b;				
	4'b0010:  result = a + b;				
	4'b0110:  result= a - b;				
        4'b1100:  result = ~(a | b);
	4'b0111:  result=b;
	default:  result = 0;
      endcase
  end
endmodule 
```
`flow/run.sh`:
```
#!/bin/bash
# OpenROAD 26Q1-2900-gdf79404cd8, Yosys 0.63+post, stock flow scripts
make -C /OpenROAD-flow-scripts/flow DESIGN_CONFIG=/design/flow/config.mk WORK_HOME=/design/flow/orfs finish
```
==> flow_summary_export.csv <==
group,metric,value,unit
logic_synthesis,yosys_area,7956,µm²
place,gp_congestion,0.9434,
timing,setup_tns,0,ns
global_route,antenna_found_initial,1,
die,fp-row-count,59,
timing,worst_pin_slew,0.7461,ns
timing,max_freq,37.83,MHz
critical_path,crit_chain,"clkdlybuf4s50_1 > or2_2 > or3_1 > or3_1 > or3b_2 > o31ai_1 > xor2_1 > ha_1 > nand3_1 > nor2_1 > nand3_1 > or3_1 > o211ai_1 > a31oi_1 > nor4_1 > a221oi_1 > xnor2_1 > o21ai_1 > clkdlybuf4s50_1",
logic_synthesis,ys_warn_count,1,
critical_path,path_class,"primary input to primary output",
global_route,overflow,0,
finish,layout_top_cell,"clkdlybuf4s50_1",
logic_synthesis,yosysUniqueCellTypes,74,
die,die_x,164.9,µm
drt,vias_per_cell,5.872,
finish,stdcell_count,1639,
power_and_ir_drop,leakage,3.643,nW
run_status,status,"finished clean",
die,die_area,27180,µm²
critical_path,crit_required,40.08,ns
power_and_ir_drop,seqPwrFrac,0,%
place,port_buffers,197,
power_and_ir_drop,pwr-share-clk,0,%
drt,routed_wl,31.80,mm
logic_synthesis,syn_area_per_cell,6.641,µm²
finish,area_growth,26.06,%
drt,drc,0,
die,fp_util,30.53,%
global_route,grt_start_max_net_pins,60,
timing,rsz0062_at_grt,"false",
clock_tree,ctsResizeCount,0,
global_route,track_usage,23.08,%
timing,period_used_share,52.76,%
finish,seq_area,0,µm²
timing,setup_viol,0,
finish,fillers,2729,
clock_tree,postCtsSetupBuffers,0,
critical_path,cpMaxStageDelayCell,"clkdlybuf4s50_1",
critical_path,critPathMaxStageDelay,0.53,ns
drt,initialDrtViolationCount,830,
critical_path,cp_top_family,"simple AND/OR/NAND/NOR gates",
critical_path,crit_buf_inv,2,
finish,flops,0,
logic_synthesis,syn_inst,1198,
critical_path,path_max_fanout,6,
place,dp_slack,23.80,ns
critical_path,startpoint_type,"primary input",
finish,clkbuf_count,0,
timing,finalWorstSetupSlack,23.67,ns
power_and_ir_drop,pwr-share-comb,100.0,%
job,warning_count,34,
logic_synthesis,netlist_area,7956,µm²
die,io_pins,197,
logic_synthesis,yosysSeqAreaShare,0,%
job,max_cap_violations,0,
drt,diodes,0,
drt,wl_per_cell,19.40,µm
global_route,grt_pass1_wl,48.94,mm
power_and_ir_drop,power.share.switching,55.29,%
critical_path,critPathCaptureType,"primary output",
power_and_ir_drop,p_switching,0.06570,mW
timing,final-hold-violation-count,0,
place,dpl.hpwl,25.37,mm
clock_tree,hold_buffers,0,
global_route,grt_pass1_vias,8709,
die,die_y,164.9,µm
logic_synthesis,ys_cells,1198,
timing,min_period,26.43,ns
power_and_ir_drop,p_per_area,11.85,nW/µm²
die,core_area,26060,µm²
finish,drive_gt1_share,3.298,%
finish,lay_top_cells,"clkdlybuf4s50_1, nor2_1, o21ai_0",
place,dp_cells,1639,
power_and_ir_drop,p_int,0.05313,mW
timing,slew_headroom,50.26,%
drt,ant_nets,0,
drt,vias,9624,
critical_path,crit_arrival,16.41,ns
hold_path,hold_path_class,"primary input to primary output",
critical_path,cpMostUsedCell,"or3_1",
drt,dr.pass1.iters,7,
power_and_ir_drop,ir_worst_vdd,0.006885,mV
timing,finalMaxSlewViolations,0,
-- Yosys cell counts (3+ instances only) --
library cell  count  area [µm²]
a221oi_1          4       35.03
xnor2_1          48       420.4
a31oi_1          17       106.4
o31a_1            7       61.31
nor2_1          113       424.2
o21a_1            9       67.56
nand2_1          75       281.5
a211oi_1          7       52.55
nand2b_1          7       43.79
clkbuf_1         91       341.6
or3_1            15       93.84
a22oi_1          57       427.9
nor2b_1          10       62.56
o21bai_1         18       135.1
o31ai_1          14       105.1
buf_2             9       45.04
a21boi_0          5       37.54
a21oi_1          88       440.4
inv_1            20       75.07
o211ai_1         11       82.58
ha_1             66       825.8
nand3_1          25       125.1
maj3_1           61       610.6
nor4_1           22       137.6
a21o_1           24       180.2
or4_1             8       60.06
and2_1            3       18.77
or4_4             3       33.78
nor3_1           20       100.1
and3_1           12       75.07
o41ai_1           9       78.83
nand4_1          27       168.9
o21ai_0         111       555.5
or2_2             5       31.28
xor2_1           69       604.3
a22o_1           60       525.5
-- cell type report --
| cell class | count | area (µm²) | area share, % |
|---|---|---|---|
| multi-input cells | 1076 | 7491 | 74.69 |
| well taps | 335 | 419.2 | 4.179 |
| inverters | 20 | 75.07 | 0.7485 |
| repair buffers | 208 | 2044 | 20.38 |
-- metal layers --
layer / vias to the layer above / GRT usage, % / wire [µm]
met5: - / 0 / 17
met4: 2 / 2.711 / 420
met3: 35 / 1.434 / 2064
met2: 359 / 36.54 / 14090
met1: 4450 / 35.08 / 15200
li1: 4778 / - / -
-- per-stage QoR --
stage	util [%]	total power, mW	area (µm²)	hold WS (ns)
final	38.49	0.1188	10030	21.08
after global routing	38.49	0.1303	10030	21.15
after CTS	38.49	0.1177	10030	21.10
after detailed placement	38.49	0.1170	10030	21.08
after global placement	38.49	0.1176	10030	21.10
after floorplan	-	0.07145	7956	20.12
-- final timing paths --
kind | startpoint | end | slack [ns] | cells after the start
setup / recovery | b[4] | result[63] | 23.67 | 19
hold / removal | op[2] | result[3] | 21.08 | 4
-- cells by family (layout without fill, tap and decap cells) --
family,after synthesis,after routing,share of synthesized area (%)
adders and majority gates,128,128,18.30
muxes,2,2,0.2673
xor gates and xnor gates,117,117,12.88
buffers and inverters,122,228,5.991
AOI/OAI and AO/OA,466,466,39.42
and+or+nand+nor,363,363,23.13
-- tightest hold or removal path, stage by stage --
cell             delay, ns
buf_2                 0.34
a21oi_1               0.23
nand2_1               0.06
clkdlybuf4s50_1       0.41
-- power by group through the flow --
| stage | registers [mW] | clock network, mW | logic (mW) |
|---|---|---|---|
| 6_report | 0 | 0 | 0.119 |
| 4_1_cts | 0 | 0 | 0.118 |
| 5_1_grt | 0 | 0 | 0.130 |
Power figures rest on the tool's default switching activity, not on a simulated workload.
