===== /design/flow/run.sh =====
#!/bin/bash
# OpenROAD 26Q1-2900-gdf79404cd8, Yosys 0.63+post, stock flow scripts
make -C /OpenROAD-flow-scripts/flow DESIGN_CONFIG=/design/flow/config.mk WORK_HOME=/design/flow/orfs finish

===== /design/flow/config.mk =====
export PLATFORM = sky130hd
export DESIGN_NAME = RegisterBank
export DESIGN_NICKNAME = RegisterBank
export VERILOG_FILES = /design/flow/design.v
export SDC_FILE = /design/flow/constraint.sdc
export NUM_CORES = 4
export LEC_CHECK = 1
export CORE_UTILIZATION = 40

===== /design/flow/constraint.sdc =====
current_design RegisterBank

set clk_period 18.4
set clk_io_pct 0.2

create_clock -name clk0 -period $clk_period [get_ports {CLK}]

set non_clock_inputs [all_inputs -no_clocks]
set_input_delay [expr $clk_period * $clk_io_pct] -clock clk0 $non_clock_inputs
set_output_delay [expr $clk_period * $clk_io_pct] -clock clk0 [all_outputs]

===== /design/flow/design.v =====
module RegisterBank(A,B,C,Adata,Bdata,Cdata,W,CLK);
input [4:0]A;
input [4:0]B;
input [4:0]C;
input [63:0]Cdata;
input W;
input CLK;
parameter delay = 10;
output  [63:0]Adata;
output  [63:0]Bdata;
reg [63:0] registersTable [31:0];
integer i;
initial
begin
    for (i=0; i<32; i=i+1) registersTable[i] = i;
end
assign  Adata = registersTable[A];
assign  Bdata = registersTable[B];
always@(posedge CLK)
  begin
  if(W)
    begin
    #delay registersTable[C] = Cdata;
    end
  end
endmodule

==> flow_summary_export.csv <==
group,metric,value,unit
outcome,status,"completed",
drt,drtAntennaViolNets,0,
power,total_power,10.3,mW
setup_path,start_kind,"input pin",
drt,drt-wirelength-per-cell,36.4,um
clock_network,cts_resized,0,
synthesis,largest_area_cell,"edfxtp_1",
clock_network,cts_buffers,210,
final_layout,fillers,18900,
flow_run,cap_viol_max_count,0,
synthesis,yosysWarnings,1,
global_routing,grt.total_usage,27.4,%
power,pwr-share-clk,40.6,%
global_routing,grt_pass1_vias,56600,
final_timing,slew_viol_final,0,
final_timing,fin_setup_tns,0,ps
global_routing,met2_usage,39.5,%
final_timing,rsz0062_at_grt,"false",
final_timing,fin_crit,11970,ps
global_routing,grt.busiest_layer,"met2",
drt,drt_iter0_markers,3165,
min_path,hp-class,"input pin to flip-flop",
final_layout,largest_reg_flops,2048,
floorplanning,fp-utilization,40.4,%
clock_network,holdBufCountCts,0,
floorplanning,die-area,0.237,mm^2
synthesis,synth.top_cell.area_share,65.4,%
setup_path,critPathKind,"input pin to primary output",
synthesis,syn_area,0.0941,mm^2
final_timing,finalCritPeriodShare,65.1,%
clock_network,clock_sinks,2048,
drt,vias,49800,
placed_design,place_congestion,0.869,
final_timing,tightestPinTransition,1110,ps
floorplanning,fp.dieH,487,um
synthesis,avgSynthCellArea,21.8,um^2
setup_path,worstPathMaxFanout,52,
synthesis,postSynthSeqShare,65.4,%
power,powerDensity,95.9,mW/mm^2
placed_design,dpl-instance-area,0.101,mm^2
final_layout,final_cells,7952,
final_layout,finalCoreUtilization,46.1,%
clock_network,clk_pin_slew_worst_paths,70,ps
synthesis,synth_stat.cells,4313,
power,pwr-share-seq,50.6,%
global_routing,overflow,0,
final_layout,logic_area,0.0311,mm^2
final_layout,area_delta_synth_final,14.2,%
clock_network,cts_tree,"built",
placed_design,dp.cells,7567,
drt,drc_errors,0,
final_timing,hold_viol_final,0,
floorplanning,num_rows,177,
placed_design,hpwl,164000,um
min_path,holdPathStages,2,
final_timing,fmax,0.0835,GHz
power,vdd_drop_max,0.0000761,V
power,cellLeakagePower,33.9,nW
clock_network,post_cts_buffers,0,
synthesis,ys_chip_area,0.0941,mm^2
setup_path,worstPathRequired,14720,ps
flow_run,warning_count,26,
min_path,min_to,"registersTable[16][38]$_DFFE_PP_",
power,cell_internal_pwr,7.97,mW
drt,viasPerCell,6.26,
floorplanning,ioPinCount,209,
floorplanning,die-width,487,um
drt,drt-total-wl,289000,um
floorplanning,core_area,0.233,mm^2
clock_network,cts_buffer_depth,3,
synthesis,synth.area.top_cells,"edfxtp_1, mux4_2, mux2i_1",
global_routing,antenna_found_initial,11,
power,p_comb_share,8.8,%
setup_path,cp.arrival,8290,ps
global_routing,grt_max_degree,99,
min_path,hp-start,"Cdata[38]",
final_timing,setup_viol_count_final,0,
setup_path,endpoint_kind,"primary output",
global_routing,grt_pass1_wl,412000,um
final_layout,postLayoutCellArea,0.107,mm^2
clock_network,clock-root-buffer,"clkbuf_16",
final_layout,drive_gt1_share,35.6,%
synthesis,ys.flops,2048,
synthesis,netlist_instances,4313,
power,p_sw_share,22.7,%
clock_network,cts_htree_levels,4,
global_routing,grt_use_met3,23.6,%
final_timing,slew_headroom,26.3,%
global_routing,met1_usage,31.0,%
synthesis,synth.distinct_cells,38,
placed_design,numPortBuffers,208,
final_layout,flop_area,0.0615,mm^2
drt,drt-pass1-iter-count,7,
power,p_sw,2.34,mW
==> worst max-delay path, stage by stage <==
cell	delay (ps)
buf_8	450
buf_4	580
buf_4	650
buf_4	590
mux4_2	320
mux2i_1	80
a22o_1	310
a221oi_1	870
clkdlybuf4s50_1	640
==> per-layer routing <==
layer  part of all wire [%]  up-vias
met5                   0.22        -
met4                    2.7       24
met3                     20      480
met2                     47     3830
met1                     30    25600
li1                       -    19900
==> stage by stage <==
| step | setup slack, ps | hold WS (ps) |
|---|---|---|
| 2_1_floorplan | 9440 | 3780 |
| 3_3_place_gp | 6350 | 4510 |
| 3_5_place_dp | 6390 | 4510 |
| 4_1_cts | 6380 | 3590 |
| 5_1_grt | 6050 | 3620 |
| 6_report | 6430 | 3640 |
==> power groups by stage <==
stage     sequential (mW)  combinational, mW  clock [mW]
4_1_cts              5.21              0.916        4.25
6_report             5.21              0.906        4.19
5_1_grt              5.22              0.969        4.42
==> layout make-up <==
cell class              instances  share of cell area (%)
clock buffers                 250                    5.05
clock inverters               130                    1.15
well taps                    3132                    3.65
flip-flops and latches       2048                    57.2
multi-input cells            1917                    28.9
inverters                       1                  0.0105
repair buffers                469                    3.95
diodes                          5                  0.0116
==> synth_stat cells (all sizes together) <==
library cell  count
a32o             38
nand3             2
nor4              4
or3b              3
a2111oi           4
or2               2
a221oi           93
buf             255
o22ai            38
mux2             56
a211o             4
a211oi            6
edfxtp         2048
a21oi             4
nand2            87
and3              4
o21a             22
nor3              1
a22oi            18
a32oi             4
or3               2
and2              5
nor2b            19
mux4           1039
o221ai            4
nor2             46
a22o             33
nand2b            4
nand3b            5
mux2i           362
clkbuf           92
clkinv            1
o41ai             4
a21o              4
==> how the worst max path moves through the flow <==
stage     start         to  slack, ps  cells after the start
4_1_cts    A[0]  Adata[59]       6380                      9
6_report   A[0]  Adata[59]       6430                      9
5_1_grt    A[0]  Adata[59]       6050                      9
==> cells by family after synthesis <==
kind of cell	share of synthesized area, %
compound gates	2.44
buf+inv	1.94
flops	65.4
mux	29.4
simple gates	0.880
==> layout by cell type (no fill, tap or decap), types with 46 or more instances in the layout <==
| master | count |
|---|---|
| clkdlybuf4s50_1 | 198 |
| edfxtp_1 | 2048 |
| clkinv_1 | 46 |
| clkbuf_16 | 211 |
| mux2i_1 | 362 |
| mux4_2 | 1039 |
| buf_4 | 250 |
| a221oi_1 | 93 |
| nand2_1 | 87 |
| mux2_2 | 56 |
Power and IR drop assume default switching activity.
